==> flow/design.v <==
module add_sub(A, B, Cin, Control, S, Co);
    input A, B, Cin, Control;
    output S, Co;
    wire a_xor_b, a_and_b, and2, ctrl;
    xor(ctrl, Control, B);
    xor(a_xor_b, A, ctrl);
    xor(S, a_xor_b, Cin);
    and(a_and_b, A, ctrl);
    and(and2, a_xor_b, Cin);
    or(Co, a_and_b, and2);
endmodule
module XOR_operation (
  input [63:0] val1_xor,
  input [63:0] val2_xor,
  output [63:0] result_xor
);
  genvar iterator_xor;
     generate for (iterator_xor = 0; iterator_xor <= 63; iterator_xor = iterator_xor + 1) begin
      xor(result_xor[iterator_xor], val1_xor[iterator_xor], val2_xor[iterator_xor]);
    end
  endgenerate
endmodule
module AND_operation (
  input [63:0] val1,
  input [63:0] val2,
  output [63:0] result
);
  genvar iterator_and;
    generate  for (iterator_and = 0; iterator_and <= 63; iterator_and = iterator_and + 1) begin
      and(result[iterator_and], val1[iterator_and], val2[iterator_and]);
    end
  endgenerate
endmodule
module sum(A, B, Control, S, Co);
    input [63:0] A, B;
    input Control;
    output [63:0] S;
    output Co;
    wire [64:0] Cin;
    assign Cin[0] = Control;
    genvar i;
    generate for(i = 0; i <= 63; i = i+1)
        begin
            add_sub x1(A[i], B[i], Cin[i], Control, S[i], Cin[i+1]);
        end
    endgenerate
    xor(Co, Cin[64], Cin[63]);
endmodule
module ALU(A, B, Control, Result, flag);
    input [63:0] A, B;
    input [1:0] Control;
    output reg [63:0] Result;
    output wire [2:0] flag;
    wire [63:0] and_result, xor_result, add_result, sub_result;
    wire Cout_1, Cout_2;
    reg V;  
    reg N;  
    AND_operation x1(A, B, and_result);
    XOR_operation x2(A, B, xor_result);
    sum x3(A, B, 1'b0, add_result, Cout_1);
    sum x4(A, B, 1'b1, sub_result, Cout_2);
    always @*
    begin
        if(Control == 2'b00)
        begin
            Result = add_result;
            V = Cout_1;
        end
        else if(Control == 2'b01)
        begin
            Result = sub_result;
            V = Cout_2;
        end
        else if(Control == 2'b10)
        begin
            Result = and_result;
            V = 1'b0;
        end
        else if(Control == 2'b11)
        begin
            Result = xor_result;
            V = 1'b0;
        end
        N = Result[63];
    end
    assign flag[0] = V;  
    assign flag[1] = (N==1);  
    assign flag[2] = (Result==64'b0);  
endmodule
==> flow/run.sh <==
#!/bin/bash
# OpenROAD 26Q1-2900-gdf79404cd8, Yosys 0.63+post, stock flow scripts
make -C /OpenROAD-flow-scripts/flow DESIGN_CONFIG=/design/flow/config.mk WORK_HOME=/design/flow/orfs finish
==> flow/config.mk <==
export PLATFORM = sky130hd
export DESIGN_NAME = ALU
export DESIGN_NICKNAME = ALU
export VERILOG_FILES = /design/flow/design.v
export SDC_FILE = /design/flow/constraint.sdc
export NUM_CORES = 4
export LEC_CHECK = 1
export CORE_UTILIZATION = 40
==> flow/constraint.sdc <==
current_design ALU

set clk_period 74.2
set clk_io_pct 0.2

create_clock -name clk0 -period $clk_period

set non_clock_inputs [all_inputs -no_clocks]
set_input_delay [expr $clk_period * $clk_io_pct] -clock clk0 $non_clock_inputs
set_output_delay [expr $clk_period * $clk_io_pct] -clock clk0 [all_outputs]
==> flow_summary_export.csv <==
group,metric,value,unit
routing,drt_iter0_markers,73,
worst_setup_path,cp_common_cell,"fa_1",
power_and_ir_drop,netSwitchingPower,0.00002440,W
grt,grt_pass1_vias,5261,
sta,fin_setup_tns,0,ns
placement,port_buffers,197,
placement,gp_congestion,0.8559,
grt,grt_pass1_wl,25.79,mm
power_and_ir_drop,peakVddDrop,0.002595,mV
yosys,ys.flops,65,
sta,fin_crit,57.33,ns
routing,wl_per_cell,12.82,um
power_and_ir_drop,swShare,0.3956,
grt,grt_max_degree,36,
worst_setup_path,cp-end-kind,"primary output",
routing,detail-route-antenna-nets,0,
clocking,ctsHoldBuffers,0,
sta,finalCritPeriodShare,0.7726,
power_and_ir_drop,powerDensity,6.047,nW/um^2
yosys,yosysWarningCount,1,
hold_path,hp-class,"in2out",
sta,whs,30.85,ns
worst_setup_path,start_kind,"input port",
sta,setup_viol,0,
routing,drc_errors,0,
floorplan,ios,197,
flow_run,openroad.warnings,159,
grt,grt_util_met2,0.2792,
cells_and_area,n_fill_cell,1742,
power_and_ir_drop,total_leakage_power,5.209,nW
routing,via_per_inst,4.168,
power_and_ir_drop,seqPwrFrac,0.136,
yosys,syn_area,7807,sq um
sta,slew_viol_final,0,
yosys,muxShareOfSynthArea,0.1817,
grt,overflow,0,
sta,unclocked_regs,65,
sta,worstMarginPinSlew,0.7111,ns
grt,grtUsageMet1,0.2646,
clocking,ctsResizeCount,0,
worst_setup_path,critical_path_arrival,42.49,ns
power_and_ir_drop,clkPwrFrac,0,
yosys,topCombFamilyByArea,"adder cells",
yosys,synthXorXnorAreaFrac,0.002244,
grt,track_usage,0.1751,
sta,slew_headroom,0.5259,
cells_and_area,design_area,10200,sq um
yosys,ys_sh_adder,0.5282,
flow_run,maxCapViolCount,0,
sta,rsz0062_at_grt,"false",
power_and_ir_drop,intPower,0.00003727,W
floorplan,die_h,141.7,um
cells_and_area,area_growth,30.62,%
sta,unconstrained_endpoints,65,
floorplan,rows,50,
worst_setup_path,critPathKind,"in2out",
grt,top_usage_layer,"met2",
worst_setup_path,cp.required,59.36,ns
yosys,ys_cells,677,
sta,hold_violations,0,
yosys,synthDistinctLibCells,20,
worst_setup_path,path_max_fanout,2,
floorplan,initCoreUtil,0.4132,
sta,fmax,17.44,MHz
routing,via_count,4943,
power_and_ir_drop,finalPower,0.00006167,W
routing,dr.pass1.iters,4,
floorplan,chipArea,20080,sq um
grt,antenna_found_initial,2,
status,status,"finished clean",
cells_and_area,drive_gt1_frac,0.07351,
power_and_ir_drop,p_comb_frac,0.864,
clocking,cts_setup_buffers,0,
yosys,compound_area_frac,0.002724,
grt,grt_util_met3,0.04847,
routing,finalWirelength,15.21,mm
placement,placedInstanceArea,10200,sq um
floorplan,core_area,18890,sq um
yosys,ys_sh_simple,0.01731,
placement,hpwlAfterDp,13.76,mm
floorplan,die_w,141.7,um
worst_setup_path,cp_slowest_cell,"clkdlybuf4s50_1",
yosys,ys_area,7807,sq um
yosys,synth_cells,677,
worst_setup_path,cpPeakStageDelay,0.56,ns
yosys,synth_area_per_cell,11.53,sq um
==> worst max-delay path, delay by kind of cell <==
family | cells | cell delay, ns
buffers and inverters | 2 | 0.99
adders and majority gates | 64 | 25.31
latches | 1 | 0.26
muxes | 1 | 0.47
and+or+nand+nor | 3 | 0.60
==> cell type report <==
type | instances | area (sq um) | area share
repair buffers | 200 | 1989 | 0.1951
multi-input cells | 409 | 5961 | 0.5845
inverters | 251 | 944.7 | 0.09263
well taps | 260 | 325.3 | 0.03190
diodes | 1 | 2.502 | 0.0002454
flip-flops and latches | 65 | 975.9 | 0.09569
==> Yosys cell counts, drive strengths merged <==
cell      n  share of area
mux4     63           0.18
inv     251           0.12
buf      16          0.022
xor2      1         0.0011
ha      128           0.21
conb      1        0.00048
dlxtn    65           0.13
o31a      1         0.0011
fa      126           0.32
xnor2     1         0.0011
o21ai     1        0.00064
nand4     4         0.0032
a211oi    1        0.00096
nor2      1        0.00048
nor4     17          0.014
==> metrics by stage <==
step | instances | setup slack (ns) | util
floorplan | 741 | 19.23 | -
global placement | 1185 | 16.72 | 0.5397
detailed placement | 1185 | 16.77 | 0.5397
CTS | 1185 | 16.71 | 0.5397
global route | 1186 | 15.65 | 0.5398
finish | 1186 | 16.87 | 0.5398
==> placed cells by master, fill, tap and decap left out, drive strengths merged, types with 4 or more instances in the layout <==
cell type / instances
dlxtn: 65
nand4: 4
fa: 126
clkdlybuf4s50: 196
inv: 251
mux4: 63
conb: 65
ha: 128
nor4: 17
buf: 4
==> metal layers <==
layer / wire [um] / part of all wire
met4: 44 / 0.0029
met2: 7333 / 0.48
met5: 0 / 0
met3: 1276 / 0.084
met1: 6551 / 0.43
==> state kept, by name, indices dropped and copies added (netlist names) <==
signal / flops
Result: 64
V: 1
==> final timing paths <==
kind / start / to / slack, ns / cells after the start
max: B[0] / flag[2] / 16.87 / 71
min: Control[0] / flag[1] / 30.85 / 4
==> cells by family (layout without fill, tap and decap cells) <==
group	Yosys count	in the layout
other cells	1	66
xor+xnor	2	2
mux	63	63
simple gates	22	22
latches	65	65
buf+inv	267	451
fa+ha+maj	254	254
compound gates	3	3
==> power by group through the flow <==
stage | clock network [W] | registers, W | logic (W)
global route | 0.00000000000181 | 0.00000891 | 0.0000625
CTS | 0 | 0.00000853 | 0.0000548
finish | 0.00000000000181 | 0.00000837 | 0.0000533
Power is estimated from default activity; no workload was simulated.
